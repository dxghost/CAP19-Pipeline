File: design/flow/config.mk
export PLATFORM = sky130hd
export DESIGN_NAME = EXE2MEM
export DESIGN_NICKNAME = EXE2MEM
export VERILOG_FILES = /design/flow/design.v
export SDC_FILE = /design/flow/constraint.sdc
export NUM_CORES = 4
export LEC_CHECK = 1
export CORE_UTILIZATION = 50
File: design/flow/constraint.sdc
current_design EXE2MEM

set clk_period 1.0
set clk_io_pct 0.2

create_clock -name clk0 -period $clk_period [get_ports {clk}]

set non_clock_inputs [all_inputs -no_clocks]
set_input_delay [expr $clk_period * $clk_io_pct] -clock clk0 $non_clock_inputs
set_output_delay [expr $clk_period * $clk_io_pct] -clock clk0 [all_outputs]
File: design/flow/run.sh
#!/bin/bash
# OpenROAD 26Q1-2900-gdf79404cd8, Yosys 0.63+post, stock flow scripts
make -C /OpenROAD-flow-scripts/flow DESIGN_CONFIG=/design/flow/config.mk WORK_HOME=/design/flow/orfs finish
File: design/flow/design.v
module EXE2MEM (clk, rst, WB_EN_IN, MEM_R_EN_IN, MEM_W_EN_IN, PCIn, ALUResIn, STValIn, destIn,
                          WB_EN,    MEM_R_EN,    MEM_W_EN,    PC,   ALURes,   STVal,   dest,
                          customdestin,customdest,
                          instructionIn,instructionOut, val1Out , val1In,add_base_in,add_base_out);
  input clk, rst;
  input WB_EN_IN, MEM_R_EN_IN, MEM_W_EN_IN;
  input [4-1:0] destIn;
  input [16-1:0] PCIn, ALUResIn, STValIn;
  input [15:0] instructionIn;
  input [16-1:0] val1In;
  input add_base_in;
  output reg [15:0] instructionOut;
  output reg WB_EN, MEM_R_EN, MEM_W_EN;
  output reg [4-1:0] dest;
  output reg [16-1:0] PC, ALURes, STVal;
  output reg [16-1:0] val1Out;
  output reg add_base_out;
  input [4-1:0] customdestin;
  output reg [4-1:0] customdest;
  always @ (posedge clk) begin
    if (rst) begin
      {WB_EN, MEM_R_EN, MEM_W_EN, PC, ALURes, STVal, dest} <= 0;
    end
    else begin
      customdest<=customdestin;
      WB_EN <= WB_EN_IN;
      MEM_R_EN <= MEM_R_EN_IN;
      MEM_W_EN <= MEM_W_EN_IN;
      PC <= PCIn;
      instructionOut<=instructionIn;
      ALURes <= ALUResIn;
      STVal <= STValIn;
      dest <= destIn;
      val1Out<=val1In;
      add_base_out<=add_base_in;
    end
  end
endmodule  
==> run summary <==
outcome = aborted with a tool error
halt point of the flow = detailed placement (3_5_place_dp)
Log Error = [ERROR DPL-0036] Detailed placement failed.
instance tally after logic synthesis = 154
FF+latch count, synth = 92
flip-flops with a built-in enable = 37
FA/HA/MAJ Cells, Area Fraction = 0%
die boundary width = 75.47 um
Post-Synthesis Mean Instance Area = 17.52 um2
Die Y-Extent = 75.47 um
Cell variety after synth = 7
xor+xnor area frac = 0%
ys async rst share = 0%
Rows = 26
top-area cell type share of the netlist area = 41.17%
top cells by count = dfxtp_1, edfxtp_1, nor2b_2, nor2b_1, buf_6
synthesized chip area reported by yosys = 2699 um2
post-synthesis cell type with the largest instance count = dfxtp_1
cell types with the largest area share after synthesis = edfxtp_1, dfxtp_1, nor2b_2
Yosys Warn Count = 1
fraction of synthesized area in multiplexers = 0%
ao+oa area frac = 0%
part of the Yosys area used for sequential elements = 81.97%
number of buffers inserted by port buffering = 185
Largest logic family = simple AND/OR/NAND/NOR gates
gp weighted congestion = 0.8044
number of cells in Yosys stat = 154
Initial Util = 52.51%
most used flip-flop cell after synthesis = dfxtp_1
library cell with the largest summed area after synthesis = edfxtp_1
Simple-Gate Fraction of Synth Area = 15.62%
netlist area before placement = 2699 um2
Top Ports = 186
## kinds of logic after synthesis
group,Yosys count
buffers and inverters,7
AND/OR/NAND/NOR,55
flip-flops,92
## per-stage QoR
stage / cells / TNS (ps) / power [W] / instance area (um2)
after floorplan: 154 / -6805 / 0.004402 / 2718
after global placement: 407 / -4.864 / 0.005214 / 4631
Power and IR drop assume default switching activity.
