$ cat flow/design.v
module ID2EXE (clk, rst, destIn, reg2In, val1In, val2In, PCIn, EXE_CMD_IN, MEM_R_EN_IN, MEM_W_EN_IN, WB_EN_IN, brTaken_in, src1_in, src2_in,
                         dest,   ST_value,   val1,   val2,   PC,  EXE_CMD,    MEM_R_EN,    MEM_W_EN,    WB_EN, brTaken_out, src1_out, src2_out,
                         customdestin,customdest,
                         instructionIn,instructionOut,add_base_in,add_base_out
                         );
  input clk, rst;
  input MEM_R_EN_IN, MEM_W_EN_IN, WB_EN_IN, brTaken_in;
  input [4-1:0] EXE_CMD_IN;
  input [4-1:0] destIn, src1_in, src2_in;
  input [16-1:0] reg2In, val1In, val2In, PCIn;
  input [4-1:0] customdestin;
  input [15:0] instructionIn;
  input add_base_in;
  output reg [15:0] instructionOut;
  output reg MEM_R_EN, MEM_W_EN, WB_EN, brTaken_out;
  output reg [4-1:0] EXE_CMD;
  output reg [4-1:0] dest, src1_out, src2_out;
  output reg [16-1:0] ST_value, val1, val2, PC;
  output reg[4-1:0] customdest;
  output reg add_base_out;
  always @ (posedge clk) begin
    if (rst) begin
      {MEM_R_EN, MEM_R_EN, WB_EN, EXE_CMD, dest, ST_value, val1, val2, PC, brTaken_out, src1_out, src2_out} <= 0;
    end
    else begin
      customdest<=customdestin;
      MEM_R_EN <= MEM_R_EN_IN;
      MEM_W_EN <= MEM_W_EN_IN;
      WB_EN <= WB_EN_IN;
      EXE_CMD <= EXE_CMD_IN;
      dest <= destIn;
      ST_value <= reg2In;
      val1 <= val1In;
      val2 <= val2In;
      PC <= PCIn;
      instructionOut<=instructionIn;
      brTaken_out <= brTaken_in;
      src1_out <= src1_in;
      src2_out <= src2_in;
      add_base_out <=add_base_in;
    end  
  end
endmodule  
$ cat flow/run.sh
#!/bin/bash
# OpenROAD 26Q1-2900-gdf79404cd8, Yosys 0.63+post, stock flow scripts
make -C /OpenROAD-flow-scripts/flow DESIGN_CONFIG=/design/flow/config.mk WORK_HOME=/design/flow/orfs finish
$ cat flow/config.mk
export PLATFORM = sky130hd
export DESIGN_NAME = ID2EXE
export DESIGN_NICKNAME = ID2EXE
export VERILOG_FILES = /design/flow/design.v
export SDC_FILE = /design/flow/constraint.sdc
export NUM_CORES = 4
export LEC_CHECK = 1
export CORE_UTILIZATION = 40
$ cat flow/constraint.sdc
current_design ID2EXE

set clk_period 1.0
set clk_io_pct 0.2

create_clock -name clk0 -period $clk_period [get_ports {clk}]

set non_clock_inputs [all_inputs -no_clocks]
set_input_delay [expr $clk_period * $clk_io_pct] -clock clk0 $non_clock_inputs
set_output_delay [expr $clk_period * $clk_io_pct] -clock clk0 [all_outputs]
==> CHANGELOG.md <==
### Metrics

- ANT cells: 0
- # H-tree levels: 3
- Internal power: 6.36 mW
- WHS Endpoint: ST_value[8]$_SDFF_PP0_
- Clk slew on worst S/H paths: approximately 0.09 ns
- CP required: ~0.80 ns
- Number of port buffers: roughly 210
- Area grow syn2layout: 63.7%
- Peak VDD IR: about 770 uV
- Placed cell count: around 500
- Dpl hpwl: between 5000 and 6000 microns
- Initial antenna violation count: 0
- Routed wire length: 7210 microns
- Setup slack after layout: -0.0912 ns
- Tool Warnings: 28
- Crit Path Category: flip-flop to output pin
- Final Hold Fails: 0
- Initial DRC Count: roughly 65
- CTS Hold Buffers Added: 0
- Die W: between 80 and 90 microns
- GP Congestion: about 0.80
- Clock sink total: between 100 and 150
- Pwr dens: between 1500 and 2000 nW/um^2
- Distinct lib cells: 7
- Final period util: 109%
- CTS Buffer Depth: 2
- First-pass GRT wire length: between 10000 and 15000 microns
- Hold Path Stages: 3
- Wire per inst: 14.0 microns
- Clock Root Buffer: clkbuf_8
- Die Ht: slightly below 90 microns
- Detail Route Antenna Nets: 0
- Status: finished with violations
- Core Region: around 7000 sq um
- Worst Path Arrival: approximately 0.89 ns
- Failing checks: negative setup slack
- Unrepaired setup endpoints after global routing: true
- Avg Inst Size Synth: between 10 and 15 sq um
- Slowest stage cell, crit path: edfxtp_1
- Yosys Instances: approximately 200
- 1st-pass router iterations: 3
- Gate power share: between 10% and 20%
- HP Class: input port to flip-flop
- Cells after Synth: 198
- Register share after synthesis: about four fifths
- Routed vias: around 2100
- Worst slew pin tran: about 0.3 ns
- Num rows: 30
- Buffer-and-inverter tally for the worst setup path: 1
- Fp util: between 40% and 50%
- Layout cells sized above 1: a little under a third
- Synth warnings: 1
- Non-filler instance count after layout: 515
- Slew Viols, Final: 0
- Crit. End Element: output pin
- Peak Freq: about 920 MHz
- YS chip area: a little under 3000 sq um
- CTS buffer count: 9
- Pleak: around 2.1 nW
- Clk pwr share: about a third
- Largest net degree at the start of global routing: 52
- Die Size: 7670 sq um
- DP Worst Slack: -0.0337 ns
- # DRC: 0
- Crit-path leading delay family: flip-flops
- Slowest Stage Delay on Critical Path: ~0.4 ns
- Setup crit start kind: flip-flop
- Final setup viols: 22
- Worst rel slew slack: between 70% and 80%
- Reg power frac: about three fifths
- Global router's overall resource usage: 19.1%
- Final Util: between 60 and 70%
- Net Sw Power: about 1.6 mW
- Crit Path Max Fanout: 1
- Switching share of power: between 10% and 20%
- Vias per cell: about 4
- Global route total overflow: 0
- Final Power: around 7.9 mW
- Hold path startpoint: rst
- Final min period: roughly 1.1 ns
- Critical path, cell by cell: buf_2
- Synthesized registers: 105
- Io pins: around 210
- Cell Area, Synth: 2930 sq um
- Max-cap violation count: 0
- CTS tree: yes
- Vias in the first global route: 1922
- TNS Setup: -0.680 ns
-- placed cells by master (no fill, tap or decap) --
| cell type | count |
|---|---|
| nor2b_1 | 83 |
| inv_6 | 1 |
| clkdlybuf4s50_1 | 105 |
| buf_2 | 106 |
| clkbuf_2 | 1 |
| clkbuf_8 | 9 |
| dfxtp_2 | 8 |
| clkinv_4 | 1 |
| bufinv_16 | 1 |
| clkbuf_1 | 2 |
| edfxtp_1 | 22 |
| buf_4 | 1 |
| clkinv_2 | 1 |
| dfxtp_1 | 75 |
| buf_12 | 2 |
| clkinvlp_4 | 1 |
-- tightest hold or removal path: stages --
cell and delay [ns]:
buf_2 0.14, buf_12 0.19, nor2b_1 0.11
-- metal layers --
metal / GRT usage [%] / wire, microns / share of wire [%] / vias to the layer above
li1: - / - / - / 1045
met1: 24.6 / 2530 / 35 / 917
met2: 30.5 / 3530 / 49 / 129
met3: 9.73 / 1020 / 14 / 11
met4: 3.87 / 130 / 1.8 / 0
met5: 0 / 0 / 0 / -
-- power by group through the flow --
| stage | Sequential [mW] | Clock [mW] | Combinational, mW |
|---|---|---|---|
| after global routing | 4.65 | 2.75 | 0.875 |
| after CTS | 4.63 | 2.57 | 0.810 |
| final | 4.63 | 2.50 | 0.796 |
-- layout make-up --
type | count | area (sq um)
Inverter | 1 | 7.51
Timing Repair Buffer | 214 | 1630
Clock buffer | 12 | 136
Fill cell | 552 | 2150
Multi-Input combinational cell | 83 | 519
Clock inverter | 4 | 52.6
Tap cell | 96 | 120
Sequential cell | 105 | 2330
-- worst max path at each step --
stage                             from                 end  slack, ns  depth (start not counted)
6_report  instructionOut[11]$_DFFE_PN_  instructionOut[11]      -0.09                          1
5_1_grt   instructionOut[11]$_DFFE_PN_  instructionOut[11]      -0.14                          1
4_1_cts   instructionOut[15]$_DFFE_PN_  instructionOut[15]      -0.11                          1
-- registers in the layout (all words and copies together), names as in the netlist, 16 cells and up --
name and count:
PC 16, ST_value 16, instructionOut 16, val1 16
val2 16
-- timing repair --
action                     4_1_cts  5_1_grt
cloned                           0        0
setup endpoints to repair      105       33
setup buffers                    0        0
resized                        331        2
-- Yosys cell counts --
master,instances,area (sq um)
dfxtp_1,83,1660
edfxtp_1,22,661
buf_2,2,10.0
buf_6,6,67.6
nor2b_1,83,519
buf_4,1,7.51
inv_1,1,3.75
-- kinds of logic after synthesis --
kind of cell	synth area share, %
AND/OR/NAND/NOR	17.7
buffers and inverters	3.03
flip-flops	79.2
-- metrics by stage --
| step | instance area (sq um) | hold slack, ns |
|---|---|---|
| floorplan | 2940 | 0.299 |
| global placement | 5120 | 0.684 |
| detailed placement | 5120 | 0.690 |
| CTS | 4790 | 0.311 |
| global route | 4800 | 0.323 |
| finish | 4800 | 0.326 |
Power and IR drop assume default switching activity.
