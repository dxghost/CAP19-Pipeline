==> config.mk <==
export PLATFORM = sky130hd
export DESIGN_NAME = sevenSegConv
export DESIGN_NICKNAME = sevenSegConv
export VERILOG_FILES = /design/flow/design.v
export SDC_FILE = /design/flow/constraint.sdc
export NUM_CORES = 4
export LEC_CHECK = 1
export CORE_UTILIZATION = 50
==> constraint.sdc <==
current_design sevenSegConv

set clk_period 39.9
set clk_io_pct 0.2

create_clock -name clk0 -period $clk_period

set non_clock_inputs [all_inputs -no_clocks]
set_input_delay [expr $clk_period * $clk_io_pct] -clock clk0 $non_clock_inputs
set_output_delay [expr $clk_period * $clk_io_pct] -clock clk0 [all_outputs]
==> run.sh <==
#!/bin/bash
# OpenROAD 26Q1-2900-gdf79404cd8, Yosys 0.63+post, stock flow scripts
make -C /OpenROAD-flow-scripts/flow DESIGN_CONFIG=/design/flow/config.mk WORK_HOME=/design/flow/orfs finish
==> design.v <==
module sevenSegConv (num, out1, out2);
  input [31:0] num;
  output [6:0] out1, out2;
  wire [31:0] numLower = num / 10;
  wire [31:0] numUpper = num % 10;
  assign out1 = (numLower == 32'd0) ? 7'b1000000:
               (numLower == 32'd1) ? 7'b1001111:
               (numLower == 32'd2) ? 7'b0100100:
               (numLower == 32'd3) ? 7'b0110000:
               (numLower == 32'd4) ? 7'b0011001:
               (numLower == 32'd5) ? 7'b0010010:
               (numLower == 32'd6) ? 7'b0000010:
               (numLower == 32'd7) ? 7'b1111000:
               (numLower == 32'd8) ? 7'b0000000:
               (numLower == 32'd9) ? 7'b0010000: 7'b1111111;
 assign out2 = (numUpper == 32'd0) ? 7'b1000000:
              (numUpper == 32'd1) ? 7'b1001111:
              (numUpper == 32'd2) ? 7'b0100100:
              (numUpper == 32'd3) ? 7'b0110000:
              (numUpper == 32'd4) ? 7'b0011001:
              (numUpper == 32'd5) ? 7'b0010010:
              (numUpper == 32'd6) ? 7'b0000010:
              (numUpper == 32'd7) ? 7'b1111000:
              (numUpper == 32'd8) ? 7'b0000000:
              (numUpper == 32'd9) ? 7'b0010000: 7'b1111111;
endmodule  
==> impl_metrics.yaml <==
# generated from flow reports
logic_synthesis:
  yosysTopAreaCell: "nand2_1"
  most_common_cell: "nand2_1"
  synthSimpleGateAreaFrac: 0.3347
  syn_inst: 861
  top_cell_area_share: 0.05282
  synth_adder_area_share: 0.008246
  yosysSeqAreaShare: 0
  area_leaders: "nand2_1 5.3%, nor2_1 5.2%, o211ai_1 4.1%"
  synth_cell_type_count: 121
  synth_area_sq_um: 5614
  mux_area_frac: 0.02073
  yosysWarnings: 0
  avgSynthCellArea_sq_um: 6.520
  synthAoiAreaFrac: 0.5240
  ys_chip_area_sq_um: 5614
  ys_cells: 861
  synth_xor_xnor_area_share: 0.02296
  synth.logic.top_family: "AND-OR/OR-AND gates"
  top_cells_by_count: "79 x nand2_1, 78 x nor2_1, 44 x a21oi_1"
floorplan:
  num_rows: 38
  io_pins: 46
  coreArea_sq_um: 10890
  chipArea_sq_um: 11660
  initial_core_util: 0.5156
  die_h_um: 108.0
  die_x_um: 108.0
finish:
  seq_cell_count: 0
  n_fill_cell: 1046
  syn_to_final_growth_pct: 5.282
  drive_above_1_share: 0.08841
  stdcell_area_sq_um: 5911
  logic_area_sq_um: 5117
  clkbuf_count: 0
  regArea_sq_um: 0
min_path:
  hold_depth: 4
  hold_path.class: "in2out"
global_routing:
  grt_pass1_vias: 5808
  top_usage_layer: "met1"
  antenna_found_initial: 0
  met3_usage: 0.01656
  overflow: 0
  grt_max_degree: 23
  grtUsageMet1: 0.4405
  grt_util_met2: 0.4349
  grt_pass1_wl_um: 27700
  grt_util_all_layers: 0.2827
critical_path:
  end_kind: "output pin"
  path_buffers: 3
  slowest_delay_ps: 930
  critPathKind: "in2out"
  cp_max_fo: 19
  path_delay_family: "AND-OR/OR-AND gates"
  crit_cells: 39
  cp_slowest_cell: "o311ai_1"
  critPathLaunchType: "input port"
  arrival_ps: 22060
  required_ps: 31920
sta:
  worst_pin_slew_ps: 992.7
  fin_crit_sh: 0.7529
  finalCriticalPeriod_ps: 30040
  tns_ps: 0
  max_freq_mhz: 33.29
  drv_slew: 0
  hold_viol: 0
  max_slew_margin: 0.3277
  setup-violations-final: 0
  rsz0062_at_grt: "false"
flow_run:
  openroad.warnings: 33
  maxCapViolations: 0
detailed_routing:
  drt-pass1-iter-count: 7
  antenna_cells: 0
  ant_nets: 0
  drt-total-wl_um: 16780
  routedWlPerCell_um: 17.18
  vias_per_cell: 7.193
  first_iter_violations: 750
  route.vias.total: 7028
  drc: 0
placement:
  portBuffers: 46
  postPlaceCellArea_sq_um: 5911
  dp.final_hpwl_um: 12370
  gp_congestion: 0.9628
cts:
  cts_hold_buf: 0
  post_cts_resized: 0
  cts_setup_buffers: 0
power:
  p_leak_nw: 1.996
  irDropWorstVdd_mv: 0.05367
  power_per_cell_area_nw_per_um2: 59.27
run_status:
  status: "finished clean"
## through the flow
| step | hold WS [ps] | utilization | total power [mW] | setup WS [ps] | instances |
|---|---|---|---|---|---|
| detailed placement | 17020 | 0.5429 | 0.3432 | 10130 | 977 |
| floorplan | 16040 | - | 0.2737 | 13320 | 861 |
| CTS | 17020 | 0.5429 | 0.3446 | 10110 | 977 |
| finish | 17010 | 0.5429 | 0.3503 | 9860 | 977 |
| global route | 17050 | 0.5429 | 0.3876 | 8767 | 977 |
| global placement | 17020 | 0.5429 | 0.3423 | 10070 | 977 |
## area by class of cell
class,count,share of cell area
Timing Repair Buffer,51,0.08425
Multi-Input combinational cell,754,0.8658
Tap cell,140,0.02964
Inverter,32,0.02032
## worst paths after layout
| path | from | to | slack, ps |
|---|---|---|---|
| hold / removal | num[0] | out2[5] | 17010 |
| setup / recovery | num[31] | out2[3] | 9860 |
## per-layer routing
layer / up-vias / wire, um
li1: 3433 / -
met1: 3191 / 7833
met2: 380 / 7320
met3: 24 / 1422
met4: 0 / 208
met5: - / 0
## power by group
part / total [mW] / internal [mW] / switching, mW
combinational: 0.350 / 0.142 / 0.209
clock: 0 / 0 / 0
sequential: 0 / 0 / 0
## cell usage in the layout (no fill, tap or decap), types with 13 or more instances in the layout
cell / count
a31oi_1: 17
a21oi_1: 44
nand4_1: 17
or3_1: 17
a211oi_1: 13
o2111ai_1: 13
clkdlybuf4s50_1: 46
inv_1: 29
o211ai_1: 31
o21ai_0: 42
nor2_1: 78
nor3_1: 32
o21ai_1: 17
nor4_1: 18
nand3_1: 33
nand2_1: 79
## cell families after synthesis
logic type,after synthesis
multiplexers,11
buffers and inverters,107
adder cells (fa/ha/maj),4
AND-OR/OR-AND,371
XOR/XNOR,13
AND/OR/NAND/NOR,355
Power and IR drop assume default switching activity.
